==> /design/flow/design.v <==
`timescale 1ns / 1ps
module adder_16(
		 output[15:0] sum,
		 output c_out,
		 input[15:0] a,
		 input[15:0] b,
		 input c_in
    );
	wire c[2:0];
	cla_adder cla1 (sum[3:0], c[0], a[3:0], b[3:0], c_in);
	cla_adder cla2 (sum[7:4], c[1], a[7:4], b[7:4], c[0]);
	cla_adder cla3 (sum[11:8], c[2], a[11:8], b[11:8], c[1]);
	cla_adder cla4 (sum[15:12], c_out, a[15:12], b[15:12], c[2]);
endmodule
`timescale 1ns / 1ps
module cla_adder (
        output  [3:0] sum,
        output        c_out,
        input   [3:0] a,
        input   [3:0] b,
        input         c_in
    );
	wire [3:0] #4 carry_la;
	wire [3:0] #4 P, G;
	assign P = a ^ b;
	assign G = a & b;
	assign carry_la[0] = c_in;
	assign carry_la[1] = G[0] | (P[0] & c_in);
	assign carry_la[2] = G[1] | (P[1] & G[0]) | (P[1] & P[0] & c_in);
	assign carry_la[3] = G[2] | (P[2] & G[1]) | (P[2] & P[1] & G[0]) | (P[2] & P[1] & P[0] & c_in);
	assign sum = P ^ carry_la;
	assign c_out = carry_la[3];
endmodule
==> /design/flow/run.sh <==
#!/bin/bash
# OpenROAD 26Q1-2900-gdf79404cd8, Yosys 0.63+post, stock flow scripts
make -C /OpenROAD-flow-scripts/flow DESIGN_CONFIG=/design/flow/config.mk WORK_HOME=/design/flow/orfs finish
==> /design/flow/config.mk <==
export PLATFORM = sky130hd
export DESIGN_NAME = adder_16
export DESIGN_NICKNAME = adder_16
export VERILOG_FILES = /design/flow/design.v
export SDC_FILE = /design/flow/constraint.sdc
export NUM_CORES = 4
export LEC_CHECK = 1
export CORE_AREA = 10 10 78 78
export DIE_AREA = 0 0 88 88
==> /design/flow/constraint.sdc <==
current_design adder_16

set clk_period 6.5
set clk_io_pct 0.2

create_clock -name clk0 -period $clk_period

set non_clock_inputs [all_inputs -no_clocks]
set_input_delay [expr $clk_period * $clk_io_pct] -clock clk0 $non_clock_inputs
set_output_delay [expr $clk_period * $clk_io_pct] -clock clk0 [all_outputs]
==> impl_metrics.py <==
# Physical implementation metrics
metrics = {
    "timing": {
        "post-route-period-util_pct": 85.1,
        "tightest_slew_ps": 353,
        "grt_setup_unrepaired": "no",
        "finalMaxSlewViolations": 0,
        "hold_viol_final": 0,
        "maxSlewHeadroom_pct": 76.5,
        "max_freq_ghz": 0.181,
        "finalSetupViolCount": 0,
        "period_minus_slack_ps": 5530,
        "fin_setup_tns_ps": 0,
        "fin_ws_ps": 969,
    },
    "job": {
        "warning_count": 32,
        "cap_violations": 0,
    },
    "worst_setup_path": {
        "crit_type": "in2out",
        "cp-endpoint": "sum[13]",
        "crit_path_start_kind": "primary input",
        "arrival_ps": 4230,
        "cp.required_ps": 5200,
        "cp_max_fo": 7,
        "crit_start": "a[5]",
        "setup.worst_path.end_class": "output pin",
    },
    "layout": {
        "design_area_um2": 1190,
        "final_cells": 172,
        "ff_count": 0,
        "seqCellArea_um2": 0,
        "clkbuf_count": 0,
        "area_delta_synth_final_pct": 86.7,
        "final_layout_size_suffix_gt1_share_pct": 2.50,
        "final_util_pct": 27.0,
    },
    "global_route": {
        "overflow": 0,
        "antenna_found_initial": 0,
        "grtUsageTotal_pct": 4.69,
        "grt_max_degree": 8,
        "grt_pass1_wl_um": 3060,
        "grt_pass1_vias": 649,
    },
    "min_path": {
        "min_path_type": "in2out",
    },
    "route": {
        "routed_wl_um": 2040,
        "routedWlPerCell_um": 11.8,
        "diodes": 0,
        "vias": 660,
        "via_per_inst": 3.84,
        "dr.pass1.iters": 3,
        "drc": 0,
        "antenna_left": 0,
        "drtIter0Drc": 5,
    },
    "floorplan": {
        "die_area_um2": 7740,
        "io_pins": 50,
        "num_rows": 24,
        "core_um2": 4410,
        "die_x_um": 88,
        "die_h_um": 88,
        "fp_util_pct": 14.5,
    },
    "logic_synthesis": {
        "yosysWarnings": 1,
        "yosysUniqueCellTypes": 24,
        "netlist_area_um2": 639,
        "yosys-stat-area_um2": 639,
        "synth_seq_share_pct": 0,
        "synth.avg_cell_area_um2": 9.01,
        "yosysCellCount": 71,
        "synth_cells": 71,
    },
    "place": {
        "place.port_buffers": 50,
        "placed_cells": 172,
        "pre_cts_ws_ps": 939,
        "place_area_um2": 1190,
        "gp_congestion": 0.770,
        "hpwl_um": 1890,
    },
    "pwr": {
        "power_density_nw_per_um2": 103,
        "ir_drop_uv": 33.2,
        "p_leak_nw": 0.491,
    },
    "clock_tree": {
        "postCtsHoldBufs": 0,
        "post_cts_buffers": 0,
        "cts-resized-gates": 0,
    },
    "status": {
        "status": "finished, final reports clean",
    },
}
[power by group]
part / internal (mW) / switching (mW)
Clock: 0 / 0
Combinational: 0.0821 / 0.0403
Sequential: 0 / 0
Total: 0.0821 / 0.0403
[worst min path at each step]
stage	to	slack, ps	cells past startpoint	start
CTS	sum[3]	3660	4	a[3]
global route	sum[3]	3680	4	b[3]
finish	sum[3]	3640	4	a[3]
[metrics by stage]
| stage | hold WS [ps] | power, mW |
|---|---|---|
| after floorplan | 2710 | 0.0492 |
| after global placement | 3650 | 0.125 |
| after detailed placement | 3650 | 0.125 |
| after CTS | 3660 | 0.126 |
| after global routing | 3680 | 0.135 |
| final | 3640 | 0.122 |
[layout make-up]
class / instances / area (um2)
Multi-Input combinational cell: 61 / 594
Timing Repair Buffer: 50 / 500
Tap cell: 52 / 65.1
Inverter: 9 / 33.8
Fill cell: 465 / 3220
[cell usage after synthesis]
master / n / area (um2)
a21oi_1: 8 / 40.0
o2bb2ai_1: 1 / 8.76
nor3_1: 1 / 5.00
nor2_1: 1 / 3.75
a31oi_1: 1 / 6.26
a311o_1: 1 / 10.0
fa_1: 4 / 80.1
a211oi_1: 1 / 7.51
a41oi_2: 1 / 16.3
xor2_1: 5 / 43.8
nand2_1: 2 / 7.51
nor2b_1: 1 / 6.26
a2111oi_4: 1 / 27.5
a221o_1: 2 / 20.0
o21ai_0: 1 / 5.00
inv_1: 9 / 33.8
ha_1: 12 / 150
xnor2_1: 10 / 87.6
a31o_1: 1 / 8.76
and2_1: 2 / 12.5
buf_6: 1 / 11.3
a21o_1: 3 / 22.5
o21ai_4: 1 / 16.3
and4_1: 1 / 8.76
[layer usage]
layer | global-route usage [%] | routed length (um) | vias up
met3 | 1.59 | 227 | 0
met2 | 7.94 | 969 | 23
met5 | 0 | 0 | -
met4 | 0 | 0 | 0
li1 | - | - | 355
met1 | 6.00 | 839 | 282
[critical path, stage by stage]
cell,delay [ps]
clkdlybuf4s50_1,400
ha_1,340
and2_1,180
a221o_1,310
a31o_1,310
a31oi_1,280
inv_1,90
fa_1,380
xor2_1,160
clkdlybuf4s50_1,480
[logic make-up (layout without fill, tap and decap cells)]
kind of cell / after synthesis / after routing / share of synthesized area, %
AND-OR/OR-AND: 22 / 22 / 29.6
adder cells (fa/ha/maj): 16 / 16 / 36.0
XOR/XNOR: 15 / 15 / 20.5
buffers and inverters: 10 / 59 / 7.04
AND/OR/NAND/NOR: 8 / 8 / 6.85
[placed cells by master, fill, tap and decap left out, drive strengths merged]
| master | n |
|---|---|
| clkdlybuf4s50 | 50 |
| ha | 12 |
| xnor2 | 10 |
| inv | 9 |
| a21oi | 8 |
| xor2 | 5 |
| fa | 4 |
| a21o | 3 |
| and2 | 2 |
| a221o | 2 |
| nand2 | 2 |
| o21ai | 2 |
| a41oi | 1 |
| a31o | 1 |
| and4 | 1 |
| nor2b | 1 |
| nor3 | 1 |
| a2111oi | 1 |
| a311o | 1 |
| a31oi | 1 |
| a211oi | 1 |
| o2bb2ai | 1 |
| nor2 | 1 |
Power and IR drop assume default switching activity.
