### flow/config.mk
export PLATFORM = sky130hd
export DESIGN_NAME = cla_subtractor
export DESIGN_NICKNAME = cla_subtractor
export VERILOG_FILES = /design/flow/design.v
export SDC_FILE = /design/flow/constraint.sdc
export NUM_CORES = 4
export LEC_CHECK = 1
export CORE_AREA = 10 10 70 70
export DIE_AREA = 0 0 80 80
### flow/constraint.sdc
current_design cla_subtractor

set clk_period 2.1
set clk_io_pct 0.2

create_clock -name clk0 -period $clk_period

set non_clock_inputs [all_inputs -no_clocks]
set_input_delay [expr $clk_period * $clk_io_pct] -clock clk0 $non_clock_inputs
set_output_delay [expr $clk_period * $clk_io_pct] -clock clk0 [all_outputs]
### flow/design.v
`timescale 1ns / 1ps
module cla_adder (
        output  [3:0] sum,
        output        c_out,
        input   [3:0] a,
        input   [3:0] b,
        input         c_in
    );
	wire [3:0] #4 carry_la;
	wire [3:0] #4 P, G;
	assign P = a ^ b;
	assign G = a & b;
	assign carry_la[0] = c_in;
	assign carry_la[1] = G[0] | (P[0] & c_in);
	assign carry_la[2] = G[1] | (P[1] & G[0]) | (P[1] & P[0] & c_in);
	assign carry_la[3] = G[2] | (P[2] & G[1]) | (P[2] & P[1] & G[0]) | (P[2] & P[1] & P[0] & c_in);
	assign sum = P ^ carry_la;
	assign c_out = carry_la[3];
endmodule
`timescale 1ns / 1ps
module cla_subtractor (
        output  [3:0] diff,
        output        c_out,
        input   [3:0] a,
        input   [3:0] b
    );
	wire[3:0] b_comp2;
	assign b_comp2 = ~b + 1;
	cla_adder cl_add(diff, c_out, a, b_comp2, 0);
endmodule
### flow/run.sh
#!/bin/bash
# OpenROAD 26Q1-2900-gdf79404cd8, Yosys 0.63+post, stock flow scripts
make -C /OpenROAD-flow-scripts/flow DESIGN_CONFIG=/design/flow/config.mk WORK_HOME=/design/flow/orfs finish
==> qor.yml <==
warning_count: 32
drc: 0
slowest_delay_ps: 270
combPwrFrac_pct: 100.0
design.seq.count: 0
grt_pass1_wl_mm: 1.01
finalCriticalPeriod_ps: 2040
grt_pass1_vias: 178
run_status: "finished, final reports clean"
netlist_area_um2: 146
fmax_ghz: 0.489
setup_violations: 0
sw_frac_of_total_pct: 36.6
final_cell_mix: "5 x buf_2, 5 x buf_4, 4 x dlygate4sd2_1, 4 x clkdlybuf4s50_1"
finalCoreUtilization_pct: 11.5
dieArea_um2: 6400
start_kind: "input port"
grt_usage_pct: 1.97
fillers: 408
fp.coreArea_um2: 3420
rows: 21
fp_util_pct: 4.29
gp_congestion: 0.748
post-route-period-util_pct: 97.3
port_buffers: 13
cp_slowest_cell: "ha_4"
synth_stat.cells: 15
crit_chain: "buf_2 > inv_2 > ha_4 > ha_4 > a21o_1 > a21o_1 > xnor2_1 > buf_2"
final_antenna_net_count: 0
yosysUniqueCellTypes: 7
seq_power_share_pct: 0
rsz0062_at_grt: "false"
internal-power_mw: 0.0625
maxSlewHeadroom_pct: 87.8
ys_area_um2: 146
num-clock-buffers: 0
vdd_ir_drop_max_mv: 0.0988
place_hpwl_um: 541
power.share.clock_pct: 0
viasPerCell: 2.05
cp_max_fo: 2
ios: 13
syn_inst: 15
wl_per_cell_um: 8.03
ys_seq_share_pct: 0
vias: 162
avgSynthCellArea_um2: 9.76
drv_cap: 0
antenna_cells: 0
worstMarginPinSlew_ps: 182
endpoint: "diff[3]"
switchingPower_mw: 0.0360
grt_overflow: 0
power_mw: 0.0985
critPathArrivalTime_ps: 1620
dr.first_iter.drc_count: 4
postCtsHoldBufs: 0
syn_to_final_growth_pct: 168
ys_warn_count: 1
cellPowerDensity_nw_per_um2: 251
seqCellArea_um2: 0
worstSetupStartpoint: "b[0]"
min_path_type: "in2out"
crit_required_ps: 1680
layout-drive-gt1-share_pct: 57.6
antenna_found_initial: 0
drtPass1Iterations: 2
slew_violations: 0
hold_viol: 0
cp-end-kind: "output pin"
drt-total-wl_um: 634
grt_max_degree: 3
die_h_um: 80
die_x_um: 80
worstSetupPathType: "in2out"
power.leakage_nw: 0.162
==> metal layers <==
metal  up-vias  global-route usage [%]  routed length (um)
met4         0                       0                   0
li1         86                       -                   -
met3         0                   0.341                  35
met5         -                       0                   0
met2        11                    2.17                 179
met1        65                    3.64                 419
==> through the flow <==
step,hold slack (ps),setup slack [ps],std cells,setup TNS (ps),cell area [um^2]
floorplan,912,214,15,0,146
global placement,1910,-870,79,-3060,372
detailed placement,1910,-890,79,-3080,372
CTS,1420,48.7,79,0,372
global route,1450,3.30,79,0,392
finish,1420,56.4,79,0,392
==> kinds of logic (layout without fill, tap and decap cells) <==
logic type | Yosys count | count (layout) | synth area share, %
fa+ha+maj | 5 | 5 | 47.9
xor+xnor | 5 | 5 | 29.9
compound gates | 2 | 2 | 10.3
buf+inv | 2 | 20 | 5.13
simple gates | 1 | 1 | 6.84
==> area by class of cell <==
class                           count  area, um^2  share of cell area [%]
Inverter                            2        7.51                    1.92
Timing Repair Buffer               18         138                    35.1
Multi-Input combinational cell     13         189                    48.2
Tap cell                           46        57.6                    14.7
==> cells in the mapped netlist <==
master / number / share of area, %
ha_1: 4 / 34
inv_1: 2 / 5.1
xor2_1: 1 / 6.0
a21o_1: 2 / 10
nor3_2: 1 / 6.8
xnor2_1: 4 / 24
fa_1: 1 / 14
==> power by group through the flow <==
stage / sequential [mW] / combinational [mW] / clock [mW]
CTS: 0 / 0.0937 / 0
global route: 0 / 0.109 / 0
finish: 0 / 0.0985 / 0
==> what timing repair did <==
action | 4_1_cts | 5_1_grt
resized | 27 | 2
pin swaps | 8 | 0
setup buffers | 0 | 0
endpoints found under the setup margin | 5 | 1
==> critical path, delay by kind of cell <==
| kind | cells | cell delay [ps] |
|---|---|---|
| buffers and inverters | 3 | 260 |
| XOR/XNOR | 1 | 140 |
| AND-OR/OR-AND | 2 | 330 |
| adder cells (fa/ha/maj) | 2 | 460 |
==> how the worst min path moves through the flow <==
stage,start,to,slack [ps],cells past startpoint
after CTS,b[1],diff[3],1420,6
after global routing,b[1],diff[3],1450,6
final,b[1],diff[3],1420,6
Power and IR drop assume default switching activity.
