[design.v]
module ex4(
	output  reg mutant,
	output  reg [2:0] currentState,
	input       A_debounced,
	input       G_debounced,
	input       C_debounced,
	input       T_debounced,
	input       reset,
	input       clk
	);
	localparam STATE_0 = 0;
	localparam STATE_G = 1;
	localparam STATE_GG = 2;
	localparam STATE_GGT = 3;
	localparam STATE_GGTC = 4;
	reg A_pressed;
   reg G_pressed;
   reg C_pressed;
   reg T_pressed;
	always @(posedge clk) begin
		if (reset) begin
			currentState = STATE_0;
			mutant = 0;
			A_pressed = 0;
			G_pressed = 0;
			C_pressed = 0;
			T_pressed = 0;
		end
		else begin
			case (currentState)
				STATE_0: begin
					if (A_debounced) begin
						if (!A_pressed) begin
							currentState = STATE_0;
							A_pressed = 1;
						end
					end else begin
						A_pressed = 0;
					end
					if (G_debounced) begin
						if (!G_pressed) begin
							currentState = STATE_G;
							G_pressed = 1;
						end
					end else begin
						G_pressed = 0;
					end
					if (T_debounced) begin
						if (!T_pressed) begin
							currentState = STATE_0;
							T_pressed = 1;
						end
					end else begin
						T_pressed = 0;
					end
					if (C_debounced) begin
						if (!C_pressed) begin
							currentState = STATE_0;
							C_pressed = 1;
						end
					end else begin
						C_pressed = 0;
					end					
				end
				STATE_G: begin
					if (A_debounced) begin
						if (!A_pressed) begin
							currentState = STATE_0;
							A_pressed = 1;
						end
					end else begin
						A_pressed = 0;
					end
					if (G_debounced) begin
						if (!G_pressed) begin
							currentState = STATE_GG;
							G_pressed = 1;
						end
					end else begin
						G_pressed = 0;
					end
					if (T_debounced) begin
						if (!T_pressed) begin
							currentState = STATE_0;
							T_pressed = 1;
						end
					end else begin
						T_pressed = 0;
					end
					if (C_debounced) begin
						if (!C_pressed) begin
							currentState = STATE_0;
							C_pressed = 1;
						end
					end else begin
						C_pressed = 0;
					end
				end
				STATE_GG: begin
					if (A_debounced) begin
						if (!A_pressed) begin
							currentState = STATE_0;
							A_pressed = 1;
						end
					end else begin
						A_pressed = 0;
					end
					if (G_debounced) begin
						if (!G_pressed) begin
							currentState = STATE_GG;
							G_pressed = 1;
						end
					end else begin
						G_pressed = 0;
					end
					if (T_debounced) begin
						if (!T_pressed) begin
							currentState = STATE_GGT;
							T_pressed = 1;
						end
					end else begin
						T_pressed = 0;
					end
					if (C_debounced) begin
						if (!C_pressed) begin
							currentState = STATE_0;
							C_pressed = 1;
						end
					end else begin
						C_pressed = 0;
					end
				end
				STATE_GGT: begin
					if (A_debounced) begin
						if (!A_pressed) begin
							currentState = STATE_0;
							A_pressed = 1;
						end
					end else begin
						A_pressed = 0;
					end
					if (G_debounced) begin
						if (!G_pressed) begin
							currentState = STATE_G;
							G_pressed = 1;
						end
					end else begin
						G_pressed = 0;
					end
					if (T_debounced) begin
						if (!T_pressed) begin
							currentState = STATE_0;
							T_pressed = 1;
						end
					end else begin
						T_pressed = 0;
					end
					if (C_debounced) begin
						if (!C_pressed) begin
							mutant = 1;
							currentState = STATE_GGTC;
							C_pressed = 1;
						end
					end else begin
						C_pressed = 0;
					end
				end
				STATE_GGTC: begin
					mutant = 0;
					if (A_debounced) begin
						if (!A_pressed) begin
							currentState = STATE_0;
							A_pressed = 1;
						end
					end else begin
						A_pressed = 0;
					end
					if (G_debounced) begin
						if (!G_pressed) begin
							currentState = STATE_G;
							G_pressed = 1;
						end
					end else begin
						G_pressed = 0;
					end
					if (T_debounced) begin
						if (!T_pressed) begin
							currentState = STATE_0;
							T_pressed = 1;
						end
					end else begin
						T_pressed = 0;
					end
					if (C_debounced) begin
						if (!C_pressed) begin
							currentState = STATE_0;
							C_pressed = 1;
						end
					end else begin
						C_pressed = 0;
					end
				end
			endcase
		end
	end
endmodule
[run.sh]
#!/bin/bash
# OpenROAD 26Q1-2900-gdf79404cd8, Yosys 0.63+post, stock flow scripts
make -C /OpenROAD-flow-scripts/flow DESIGN_CONFIG=/design/flow/config.mk WORK_HOME=/design/flow/orfs finish
[config.mk]
export PLATFORM = sky130hd
export DESIGN_NAME = ex4
export DESIGN_NICKNAME = ex4
export VERILOG_FILES = /design/flow/design.v
export SDC_FILE = /design/flow/constraint.sdc
export NUM_CORES = 4
export LEC_CHECK = 1
export CORE_AREA = 10 10 72 72
export DIE_AREA = 0 0 82 82
[constraint.sdc]
current_design ex4

set clk_period 1.7
set clk_io_pct 0.2

create_clock -name clk0 -period $clk_period [get_ports {clk}]

set non_clock_inputs [all_inputs -no_clocks]
set_input_delay [expr $clk_period * $clk_io_pct] -clock clk0 $non_clock_inputs
set_output_delay [expr $clk_period * $clk_io_pct] -clock clk0 [all_outputs]
==> impl_table.tex <==
% Synthesis and place-and-route results
\begin{tabular}{lr}
\hline
Metric & Value \\
\hline
\multicolumn{2}{l}{\textbf{Power}} \\
Part of the total power dissipated in combinational logic & 0.108 \\
Switching share of total power & 0.205 \\
Internal power & 0.000379 W \\
Peak supply drop & 0.000508 V \\
Leakage Power & roughly 0.23 nW \\
Relative contribution of sequential cells to total power & 0.422 \\
Ratio of total power to cell area & about 780 nW/um2 \\
NetSw & roughly 0.000098 W \\
Clk pwr share & 0.470 \\
\multicolumn{2}{l}{\textbf{Place}} \\
GP Congestion & between 0.8 and 0.9 \\
Buffers added on ports & 9 \\
Area post-placement & about 570 um2 \\
Placed instance count & roughly 100 \\
Half-perimeter wire length after detailed placement & approximately 730 um \\
\multicolumn{2}{l}{\textbf{STA}} \\
Setup-violating endpoint count in the final report & 0 \\
Relative slew slack & 0.675 \\
Final Cycle Share & 0.927 \\
Min Hold Slack & just under 500 ps \\
RSZ-0062 raised after global routing & false \\
Least-Margin Pin Slew & 485 ps \\
Highest Clock Rate & around 630 MHz \\
Maximum clock skew at final layout & $\sim$0.99 ps \\
Total negative setup slack & 0 ps \\
Count of final hold-check violations & 0 \\
Number of max-slew violations in the final report & 0 \\
Min Clock Period, post-route & 1580 ps \\
\multicolumn{2}{l}{\textbf{Synthesis}} \\
Instance count of the mapped netlist & around 45 \\
Area share, top type & 0.373 \\
Synthesized chip area reported by yosys & approximately 430 um2 \\
Post-synth seq share & 0.373 \\
Top logic cell family in the synthesized netlist & simple AND/OR/NAND/NOR gates \\
Adder-cell share of the synthesized area & 0 \\
Share of synthesized registers carrying an async set or reset & 0 \\
Cell with the most instances after synthesis & sky130\_fd\_sc\_hd\_\_dfxtp\_1 \\
Leading cell types by total area after synthesis & sky130\_fd\_sc\_hd\_\_dfxtp\_1 37\%, sky130\_fd\_sc\_hd\_\_mux2i\_1 12\%, sky130\_fd\_sc\_hd\_\_nor2\_1 4.4\% \\
Distinct lib cells used & 24 \\
Post-synthesis share of cell area spent on and-or and or-and gates & 0.178 \\
Syn Std Cell Area & around 430 um2 \\
Post-synth top area cell & sky130\_fd\_sc\_hd\_\_dfxtp\_1 \\
EDFF count, synth & 0 \\
AND/OR/NAND/NOR Cells, Area Fraction & 0.286 \\
Top cells by instance count after synthesis & 8 x sky130\_fd\_sc\_hd\_\_dfxtp\_1, 5 x sky130\_fd\_sc\_hd\_\_mux2i\_1, 5 x sky130\_fd\_sc\_hd\_\_nor2\_1 \\
Proportion of synthesized area in mux cells & 0.117 \\
Flops out of synthesis & 8 \\
Mean Syn Cell Area & $\sim$9.5 um2 \\
Synth Warn \# & 1 \\
Share of the synthesized netlist area taken by xor and xnor gates & 0 \\
Predominant post-synthesis flop cell & sky130\_fd\_sc\_hd\_\_dfxtp\_1 \\
Number of standard cells reported by yosys & approximately 45 \\
\multicolumn{2}{l}{\textbf{Route}} \\
Vias per inst & between 3 and 4 \\
Final ANT Viol Nets & 0 \\
Routed length per instance & a little over 9 um \\
Vias after detailed routing & 374 \\
Number of diodes & 0 \\
Detailed Routing Iterations Pass 1 & 4 \\
Drt initial violations & 13 \\
Final Routed Wirelength & 951 um \\
\# DRC & 0 \\
\multicolumn{2}{l}{\textbf{Run}} \\
Number of OpenROAD warnings & 25 \\
Total of max-cap violations & 0 \\
\multicolumn{2}{l}{\textbf{Die}} \\
Floorplan Core Area & 3690 um2 \\
Number of top-level pins & 10 \\
Die Wd & 82 um \\
Core Density at Floorplan & 0.116 \\
Total die size & 6720 um2 \\
Die span in y & 82 um \\
FP Rows & 22 \\
\multicolumn{2}{l}{\textbf{Clocking}} \\
Total clock buffers created by CTS & 3 \\
Root Buffer Master & sky130\_fd\_sc\_hd\_\_clkbuf\_8 \\
Sinks on the clock net & 8 \\
Clock insertion delay at the later pin of the skew report & about 230 ps \\
Clock tree from TritonCTS & built \\
Clock input transition at the sequential cells of the worst setup and hold paths & 40 ps \\
Number of H-tree branching levels & 1 \\
Buffers inserted by post-CTS timing repair & 0 \\
Number of buffers on the longest clock path & 2 \\
\multicolumn{2}{l}{\textbf{Final layout}} \\
Cell area after layout & 609 um2 \\
Final instance count without filler cells & about 100 \\
Synth-to-layout area growth & 42.0\% \\
Final design utilization & 0.165 \\
Share of layout cells above drive strength 1 & 0.164 \\
\multicolumn{2}{l}{\textbf{Setup path}} \\
Minimum setup slack among reg-to-reg paths & 370 ps \\
Startpoint of the worst register-to-register path & T\_pressed\$\_SDFFE\_PP0P\_ \\
CP Buf/Inv Count & 1 \\
Depth of the critical timing path with buffers and inverters included & 1 \\
Setup crit end & currentState[0] \\
Class of the most critical setup path & reg -> out \\
Arrival time at the worst endpoint & approximately 1200 ps \\
Worst reg2reg path depth & 4 \\
Max incr delay on CP & approximately 530 ps \\
Critical path data required time & around 1400 ps \\
Critical R2R Capture & currentState[2]\$\_SDFFE\_PP0P\_ \\
Type of destination of the critical path & output port \\
Critical Path Fanout Max & 10 \\
CP Launch Type & flip-flop \\
Slowest-stage cell, CP & sky130\_fd\_sc\_hd\_\_clkdlybuf4s50\_1 \\
Launch point of the critical path & currentState[0]\$\_SDFFE\_PP0P\_ \\
Worst-path cell chain & clkdlybuf4s50\_1 \\
Category of cells accounting for the largest share of critical-path delay & buffers and inverters \\
\multicolumn{2}{l}{\textbf{GRT}} \\
Pin count of the biggest net entering global routing & 11 \\
Global-route wire length before repair & 1590 um \\
Overflow after GRT & 0 \\
Antenna violations before repair & 0 \\
Via count of the first global-routing pass & approximately 370 \\
Total Routing Usage GR & 0.0296 \\
\multicolumn{2}{l}{\textbf{Outcome}} \\
Run status & complete, no violations \\
\multicolumn{2}{l}{\textbf{Min path}} \\
Classification of the worst-slack hold path & reg -> reg \\
Startpoint of the tightest hold check path & A\_pressed\$\_SDFFE\_PP0P\_ \\
\hline
\end{tabular}
[power by group through the flow]
stage	Combinational [W]	Sequential, W	Clock, W
CTS	0.0000511	0.000201	0.000225
global route	0.0000563	0.000202	0.000238
finish	0.0000514	0.000201	0.000224
[routing by layer]
layer | wire (um) | track usage | vias up
met5 | 0 | 0 | -
met1 | 481 | 0.0407 | 172
li1 | - | - | 186
met2 | 307 | 0.0345 | 14
met3 | 158 | 0.0264 | 2
met4 | 4 | 0.00170 | 0
[repair_timing]
action                                 CTS  global route
hold buffers                             0             0
setup endpoints to repair                0             1
endpoints found under the hold margin    0             0
gates resized                            0             1
[cell usage in the layout (no fill, tap or decap), drive strengths merged]
cell,synthesis,final
nor4b,2,2
nor3b,1,1
a22oi,2,2
clkbuf,1,3
dfxtp,8,8
a21oi,3,3
o21ai,3,3
mux2i,5,5
and2b,2,2
clkdlybuf4s50,0,9
buf,2,1
nor2,5,5
nand4b,1,1
o31ai,1,1
nand3,1,1
o21ba,1,1
nor2b,2,2
or3,2,2
o21a,1,1
nand2b,1,1
a31oi,1,1
[how the worst min path moves through the flow]
stage,to,slack [ps],cells after the start
6_report,A_pressed$_SDFFE_PP0P_,480,2
5_1_grt,A_pressed$_SDFFE_PP0P_,530,2
4_1_cts,A_pressed$_SDFFE_PP0P_,480,2
[final cells by class]
cell class / instances / area [um2]
Fill cell: 419 / 3080
Multi-Input combinational cell: 34 / 249
Timing Repair Buffer: 10 / 97.6
Sequential cell: 8 / 161
Tap cell: 48 / 60.1
Clock buffer: 3 / 41.3
[state kept, by name, summed over array words and instances (netlist names)]
register / cells
T_pressed: 1
mutant: 1
C_pressed: 1
currentState: 3
A_pressed: 1
G_pressed: 1
[through the flow]
stage / power (W) / worst slack (ps)
6_report: 0.000477 / 124
5_1_grt: 0.000496 / 79.7
4_1_cts: 0.000478 / 37.5
3_5_place_dp: 0.000254 / 3.47
3_3_place_gp: 0.000254 / 29.0
2_1_floorplan: 0.000233 / 520
[cell families after synthesis]
group                  after synthesis
buffers and inverters                3
muxes                                5
DFF                                  8
and+or+nand+nor                     17
AOI/OAI and AO/OA                   12
No activity file was given, so power comes from the tool's default toggle rates.
